==> design/flow/design.v <==
module serializer (
  input logic         clk_i,            
  input logic         srst_i,           
  input logic [15:0]  data_i,           
  input logic [3:0]   data_mod_i,       
  input logic         data_val_i,       
  output logic        ser_data_o,       
  output logic        ser_data_val_o,   
  output logic        busy_o            
);
logic [3:0]  mod_counter;
logic [15:0] data_i_copy;
logic [3:0]  data_mod_i_copy;
always_ff @( posedge clk_i )
  begin
    if (data_val_i)
      begin
        case (data_mod_i)
          0:       data_mod_i_copy <= 4'b1111;
          1:       data_mod_i_copy <= 4'b0000;
          2:       data_mod_i_copy <= 4'b0000;
          default: data_mod_i_copy <= data_mod_i;
        endcase
        data_i_copy <= data_i;
      end
  end
always_ff @( posedge clk_i )
  begin
    if ( srst_i )
      mod_counter <= 1'b0;
      else 
        if ( data_val_i )
          mod_counter <= 1'b0;
      else
        if ( mod_counter == data_mod_i_copy )
          mod_counter <= 1'b0;
      else
        if ( ser_data_val_o )
          mod_counter <= mod_counter + 4'b0001;
  end
always_ff @( posedge clk_i )
  begin
    if ( srst_i )
      ser_data_val_o <= 1'b0;
      else 
        if ( data_val_i )
          ser_data_val_o <= 1'b1;
      else
        if ( mod_counter == data_mod_i_copy )
          ser_data_val_o <= 1'b0;
      else
        if ( ser_data_val_o )
          ser_data_val_o <= 1'b1; 
  end
  assign ser_data_o = ( ser_data_val_o ) ? ( data_i_copy[16 - mod_counter - 1] ):
                                           ( 1'b0                         );
  assign busy_o = ser_data_val_o;
endmodule
module serializer_top(
  input logic         clk_i,            
  input logic         srst_i,           
  input logic [15:0]  data_i,           
  input logic [3:0]   data_mod_i,       
  input logic         data_val_i,       
  output logic        ser_data_o,       
  output logic        ser_data_val_o,   
  output logic        busy_o            
);
logic            srst;
logic [15:0]     data;
logic [3:0]      data_mod;
logic            data_val;
logic            ser_data;
logic            ser_data_val;
logic            busy;
always_ff @( posedge clk_i )
  begin
    srst     <= srst_i;
    data     <= data_i;
    data_mod <= data_mod_i;
    data_val <= data_val_i;
  end
serializer dut (
  .clk_i               ( clk_i             ),
  .srst_i              ( srst              ),
  .data_i              ( data              ),
  .data_mod_i          ( data_mod          ),
  .data_val_i          ( data_val          ),
  .ser_data_o          ( ser_data          ),
  .ser_data_val_o      ( ser_data_val      ),
  .busy_o              ( busy            )
);
always_ff @( posedge clk_i )
  begin
    ser_data_o     <= ser_data;
    ser_data_val_o <= ser_data_val;
    busy_o         <= busy;
  end
endmodule
==> design/flow/run.sh <==
#!/bin/bash
# OpenROAD 26Q1-2900-gdf79404cd8, Yosys 0.63+post, stock flow scripts
make -C /OpenROAD-flow-scripts/flow DESIGN_CONFIG=/design/flow/config.mk WORK_HOME=/design/flow/orfs finish
==> design/flow/config.mk <==
export PLATFORM = sky130hd
export DESIGN_NAME = serializer_top
export DESIGN_NICKNAME = serializer_top
export VERILOG_FILES = /design/flow/design.v
export SDC_FILE = /design/flow/constraint.sdc
export NUM_CORES = 4
export LEC_CHECK = 1
export CORE_UTILIZATION = 30
export SYNTH_HDL_FRONTEND = slang
==> design/flow/constraint.sdc <==
current_design serializer_top

set clk_period 2.3
set clk_io_pct 0.2

create_clock -name clk0 -period $clk_period [get_ports {clk_i}]

set non_clock_inputs [all_inputs -no_clocks]
set_input_delay [expr $clk_period * $clk_io_pct] -clock clk0 $non_clock_inputs
set_output_delay [expr $clk_period * $clk_io_pct] -clock clk0 [all_outputs]
==> impl_metrics.ini <==
; flow metrics
[synth]
ys_warn_count = 0
edf_count = 20
ff_type = dfxtp_1
postSynthAreaPerCell_um2 = 15.8
synth_seq_share = 0.706
syn_inst = 106
ys_types = 29
xor_area_frac = 0.0628
ys_cells = 106
logic_family = multiplexers
synth_flop_count = 49
ys_sh_simple = 0.0732
ys_async_sr_fraction = 0
ys_chip_area_um2 = 1670
fa_ha_area_frac = 0.0224
ys_sh_aoi = 0.0314
mux_share = 0.0837
synthesis.area_um2 = 1670

[global_route]
grt_max_degree = 23
grt_pass1_vias = 836
antenna_found_initial = 0
grt_overflow_total = 0
grt_pass1_wl_mm = 3.49
track_usage = 0.0759

[final_timing]
relSlewSlack = 0.776
rsz0062_at_grt = no
min_period_ps = 2160
fmax_mhz = 462
slew_viol_final = 0
worst_pin_slew_ps = 334
setup-violations-final = 0
finalClockPeriodUsage = 0.940
hold_viol_final = 0
tns_ps = 0
fin_skew_ps = 6.19

[setup_path]
endpoint_kind = register
cp.required_ps = 2480
startpoint_type = register
critPathArrivalTime_ps = 2350
crit_fanout = 8
path_class = reg2reg

[placed_design]
io_buffers = 25
gp_congestion = 0.735

[floorplanning]
num_rows = 26
core-area_um2 = 5240
die_w_um = 76.7
ios = 26
chip_area_um2 = 5880
fp_util = 0.320
die_h_um = 76.7

[clock_network]
cts.repair.resized = 0
cts-hold-fix-buffers = 0
post_cts_buffers = 0
clockRootBuffer = clkbuf_8
clkLatencyLatePin_ps = 290
cts_tree = built
clkTransAtPathRegs_ps = 80
clock_path_buffers = 2
clock-sinks = 49
htreeDepth = 2
numCtsBuffers = 5

[routing]
n_antenna_cell = 0
routed_wl_mm = 2.00
firstDrtPassIters = 4
via_per_inst = 4.04
ant_nets = 0
drc_errors = 0
wl_per_cell_um = 9.55
vias = 845
drt_iter0_drc = 43

[cells_and_area]
drive_gt1_frac = 0.101
area_growth_pct = 27.2
n_fill_cell = 452
final_util = 0.407

[power]
peakVddDrop_uv = 461
p_leak_uw = 0.000798
power_density_nw_per_um2 = 785

[worst_hold_path]
hold_path.class = reg2reg

[job]
log.warning_count = 27
cap_violations = 0

[run_status]
status = finished clean
## per-layer routing
metal	vias to the layer above	wire [um]	global-route usage	share of wire
li1	438	-	-	-
met1	381	906	0.102	0.45
met2	21	927	0.126	0.46
met3	5	129	0.0254	0.065
met4	0	31	0.0115	0.016
met5	-	0	0	0
## cell usage after synthesis (2+ instances only)
cell type  count  share of area
dfxtp_1       29           0.35
edfxtp_1      20           0.36
xor2_1         9          0.047
nand2_1        5          0.011
nor2_1         5          0.011
mux4_1         4          0.063
ha_1           3          0.022
inv_1          3         0.0067
xnor2_1        3          0.016
a21oi_1        2         0.0060
mux2i_1        2          0.012
nor3_1         2         0.0060
o21bai_1       2         0.0090
or2_2          2         0.0075
## final cells by class
type	instances	area, um2	area share
Clock inverter	2	33.8	0.0159
Clock buffer	6	72.6	0.0341
Timing Repair Buffer	28	273	0.128
Sequential cell	49	1180	0.555
Inverter	3	11.3	0.00529
Tap cell	70	87.6	0.0411
Multi-Input combinational cell	51	470	0.221
## critical path: stages (launching register included)
cell      delay [ps]
dfxtp_1          340
inv_1             80
ha_4             320
or3b_1           370
o2111a_1         130
or3_4            400
and3_1           150
o31a_1           270
## through the flow
step	worst slack, ps	hold slack (ps)	instance area (um2)	cells	total power [uW]
detailed placement	152	389	2020	201	1130
global placement	207	390	2020	201	1120
floorplan	58.8	383	1690	106	1070
CTS	137	407	2130	209	1690
global route	53.6	416	2130	209	1750
finish	138	407	2130	209	1670
## kinds of logic after synthesis
logic type                 after synthesis
buffers and inverters                    6
xor gates and xnor gates                12
adders and majority gates                3
and+or+nand+nor                         22
AOI/OAI and AO/OA                        7
DFF                                     49
muxes                                    7
## final timing paths
path | endpoint | from | slack [ps] | cells past startpoint
worst max register to register | ser_data_o | dut.mod_counter[1] | 140 | 7
worst min-delay path | dut.data_i_copy[7] | data[7] | 410 | 0
worst max-delay path | ser_data_o | dut.mod_counter[1] | 140 | 7
worst min register to register | dut.data_i_copy[7] | data[7] | 410 | 0
## power by group
part | leakage, uW | internal [uW] | switching, uW
clock network | 0.0000528 | 321 | 243
logic | 0.000307 | 82.9 | 43.0
registers | 0.000439 | 963 | 19.0
total | 0.000798 | 1370 | 305
## registers in the layout (all words and copies together), names as in the netlist
name                 flops
busy_o                   1
ser_data_o               1
dut.mod_counter          4
dut.busy_o               1
dut.data_mod_i_copy      4
dut.data_i_copy         16
data                    16
data_val                 1
srst                     1
data_mod                 4
## layout by cell type (no fill, tap or decap), types with 2 or more instances in the layout
master and instances:
nor3_1 2, or2_2 2, xnor2_1 3, nand2_1 5, xor2_1 9, nor2_1 5
edfxtp_1 20, buf_4 3, mux2i_1 2, a21oi_1 2, clkdlybuf4s50_1 25, o21bai_1 2
mux4_1 4, ha_1 2, dfxtp_1 29, inv_1 3, clkbuf_8 5
Power is estimated from default activity; no workload was simulated.
