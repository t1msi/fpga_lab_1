[flow/config.mk]
export PLATFORM = sky130hd
export DESIGN_NAME = traffic_lights_top
export DESIGN_NICKNAME = traffic_lights_top
export VERILOG_FILES = /design/flow/design.v
export SDC_FILE = /design/flow/constraint.sdc
export NUM_CORES = 4
export LEC_CHECK = 1
export CORE_UTILIZATION = 50
export SYNTH_HDL_FRONTEND = slang
[flow/constraint.sdc]
current_design traffic_lights_top

set clk_period 7.2
set clk_io_pct 0.2

create_clock -name clk0 -period $clk_period [get_ports {clk_i}]

set non_clock_inputs [all_inputs -no_clocks]
set_input_delay [expr $clk_period * $clk_io_pct] -clock clk0 $non_clock_inputs
set_output_delay [expr $clk_period * $clk_io_pct] -clock clk0 [all_outputs]
[flow/design.v]
localparam WIDTH_TOP      = 16;
localparam BLINK_HALF_PERIOD_MS  = 2;
localparam BLINK_GREEN_TIME_TICK = 5;
localparam RED_YELLOW_MS         = 10;
localparam COUNT_TICK_SIZE        = $clog2(BLINK_GREEN_TIME_TICK);
localparam COUNT_HALF_PERIOD_SIZE = $clog2(BLINK_HALF_PERIOD_MS);
localparam COUNT_RED_YELLOW_SIZE  = $clog2(RED_YELLOW_MS);
localparam COUNT_WIDTH            = $clog2(WIDTH_TOP);
module traffic_lights_top (
  input  logic                   clk_i,           
  input  logic                   srst_i,          
  input  logic [2:0]             cmd_type_i,      
  input  logic                   cmd_valid_i,     
  input  logic [WIDTH_TOP-1:0]   cmd_data_i,      
  output logic                   red_o,           
  output logic                   yellow_o,        
  output logic                   green_o          
);
logic                   srst;             
logic [2:0]             cmd_type_in;      
logic                   cmd_valid_in;     
logic [WIDTH_TOP-1:0]   cmd_data_in;      
logic                   red;              
logic                   yellow;           
logic                   green;            
always_ff @( posedge clk_i )
  begin
    srst         <= srst_i;
    cmd_type_in  <= cmd_type_i;
    cmd_valid_in <= cmd_valid_i;
    cmd_data_in  <= cmd_data_i;
  end
traffic_lights #(
  .BLINK_HALF_PERIOD_MS       ( BLINK_HALF_PERIOD_MS   ),
  .BLINK_GREEN_TIME_TICK      ( BLINK_GREEN_TIME_TICK  ),
  .RED_YELLOW_MS              ( RED_YELLOW_MS          )
) dut (
  .clk_i               ( clk_i             ),
  .srst_i              ( srst              ),
  .cmd_type_i          ( cmd_type_in       ),
  .cmd_valid_i         ( cmd_valid_in      ),
  .cmd_data_i          ( cmd_data_in       ),
  .red_o               ( red               ),
  .yellow_o            ( yellow            ),
  .green_o             ( green             )
);
always_ff @( posedge clk_i )
  begin
    red_o        <= red;
    yellow_o     <= yellow;
    green_o      <= green;
  end
endmodule
localparam WIDTH = 16;
module traffic_lights #(
  parameter BLINK_HALF_PERIOD_MS  = 2,
  parameter BLINK_GREEN_TIME_TICK = 5,
  parameter RED_YELLOW_MS         = 10
) (
  input  logic               clk_i,           
  input  logic               srst_i,          
  input  logic [2:0]         cmd_type_i,      
  input  logic               cmd_valid_i,     
  input  logic [WIDTH-1:0]   cmd_data_i,      
  output logic               red_o,           
  output logic               yellow_o,        
  output logic               green_o          
);
typedef struct packed {
  logic [WIDTH-1:0] green_time;
  logic [WIDTH-1:0] yellow_time;
  logic [WIDTH-1:0] red_time;
} light_time;
localparam COUNT_TICK_SIZE        = $clog2(BLINK_GREEN_TIME_TICK);
localparam COUNT_HALF_PERIOD_SIZE = $clog2(BLINK_HALF_PERIOD_MS);
localparam COUNT_RED_YELLOW_SIZE  = $clog2(RED_YELLOW_MS);
localparam COUNT_WIDTH            = $clog2(WIDTH);
logic [COUNT_TICK_SIZE-1:0]        counter_tick;
logic [COUNT_HALF_PERIOD_SIZE-1:0] counter_half_period;
logic [COUNT_RED_YELLOW_SIZE-1:0]  counter_red_yellow;
logic [WIDTH-1:0]                  counter_width;
logic                              half_for_tick;
light_time                         time_entity;
enum logic [2:0] {
  NORMAL_CMD       = 3'd0,     
  SHUTDOWN_CMD     = 3'd1,     
  NOTRANSITION_CMD = 3'd2,     
  SET_GREEN_CMD    = 3'd3,     
  SET_RED_CMD      = 3'd4,     
  SET_YELLOW_CMD   = 3'd5      
} command;
enum logic [1:0] {
  IDLE_M,            
  NORMAL_M,          
  NOTRANSITION_M     
} mode, next_mode;
enum logic [2:0] {
  RED_S,             
  RED_YELLOW_S,      
  GREEN_S,           
  GREEN_BLINK_S,     
  YELLOW_S,          
  YELLOW_BLINK_S     
} state, next_state;
always_comb
  begin
    next_mode = mode;
    case( mode )
      IDLE_M:
        begin
          if( cmd_valid_i )
            case ( cmd_type_i )
              NORMAL_CMD      : next_mode = NORMAL_M;
              NOTRANSITION_CMD: next_mode = NOTRANSITION_M;
              default         : next_mode = IDLE_M;
            endcase
        end
      NORMAL_M:
        begin
          if( cmd_valid_i )
            case ( cmd_type_i )
              SHUTDOWN_CMD    : next_mode = IDLE_M;
              NOTRANSITION_CMD: next_mode = NOTRANSITION_M;
              default         : next_mode = NORMAL_M;
            endcase
        end
      NOTRANSITION_M:
        begin
          if( cmd_valid_i )
            case ( cmd_type_i )
              SHUTDOWN_CMD :  next_mode = IDLE_M;
              NORMAL_CMD   :  next_mode = NORMAL_M;
              default:        next_mode = NOTRANSITION_M;
            endcase
        end
      default:
        begin
          next_mode = IDLE_M;
        end
    endcase
  end
always_ff @( posedge clk_i )
  if( srst_i )   
    mode <= IDLE_M;
    else 
      mode <= next_mode;
always_ff @( posedge clk_i )
  if ( srst_i )
    begin
      time_entity.green_time  <= '0;
      time_entity.red_time    <= '0;
      time_entity.yellow_time <= '0;
    end
    else
      if( cmd_valid_i && mode == NOTRANSITION_M )
        begin
          case ( cmd_type_i )
            SET_GREEN_CMD : time_entity.green_time  <= ( cmd_data_i ) ? cmd_data_i : (WIDTH)'(1);
            SET_RED_CMD   : time_entity.red_time    <= ( cmd_data_i ) ? cmd_data_i : (WIDTH)'(1);
            SET_YELLOW_CMD: time_entity.yellow_time <= ( cmd_data_i ) ? cmd_data_i : (WIDTH)'(1);
          endcase
        end
always_comb
  begin
    next_state = state;
    case( mode )
      IDLE_M:
        begin
          if( cmd_valid_i )
            case ( cmd_type_i )
              NORMAL_CMD      : next_state = RED_S;
              NOTRANSITION_CMD: next_state = YELLOW_BLINK_S;
              default:
                begin
                end
            endcase
        end
      NORMAL_M:
        begin
          if( cmd_valid_i )
            case ( cmd_type_i )
              NOTRANSITION_CMD: next_state = YELLOW_BLINK_S;
              default: 
                begin
                end
            endcase
          case ( state )
            RED_S:
                if ( counter_width == time_entity.red_time - 1 )
                  next_state = RED_YELLOW_S;
            RED_YELLOW_S:
                if ( counter_red_yellow == RED_YELLOW_MS - 1 )
                  next_state = GREEN_S;
            GREEN_S:
                if ( counter_width == time_entity.green_time - 1 )
                  next_state = GREEN_BLINK_S;
            GREEN_BLINK_S:
                if ( counter_tick == BLINK_GREEN_TIME_TICK - 1 && half_for_tick && counter_half_period )
                  next_state = YELLOW_S;
            YELLOW_S:
                if ( counter_width == time_entity.yellow_time - 1 )
                  next_state = RED_S;
            default: 
                next_state = RED_S;
          endcase
        end
      NOTRANSITION_M:
        begin
          if( cmd_valid_i )
            case ( cmd_type_i )
              NORMAL_CMD: next_state = RED_S;
              default:
                begin
                end
            endcase
        end
    endcase
  end
always_ff @( posedge clk_i )
  state <= next_state;
always_ff @ ( posedge clk_i )
  begin
    if ( srst_i )
      begin
        red_o    <= 1'b0;
        green_o  <= 1'b0;
        yellow_o <= 1'b0;
      end
      else
        if ( next_mode != IDLE_M )
          begin
            if ( mode != NOTRANSITION_M && next_mode == NOTRANSITION_M )
              begin
                red_o    <= 1'b0;
                green_o  <= 1'b0;
                yellow_o <= 1'b1;
              end
            case( next_state )
            RED_S:
              begin
                red_o    <= 1'b1;
                green_o  <= 1'b0;
                yellow_o <= 1'b0;
              end
            RED_YELLOW_S:
              begin
                yellow_o <= 1'b1;
              end
            GREEN_S:
              begin
                red_o    <= 1'b0;
                green_o  <= 1'b1;
                yellow_o <= 1'b0;
              end
            GREEN_BLINK_S:              
              begin
                if ( counter_half_period == BLINK_HALF_PERIOD_MS - 1 ) green_o <= ~green_o;  
              end
            YELLOW_S:
              begin
                green_o  <= 1'b0;
                yellow_o <= 1'b1;
              end
            YELLOW_BLINK_S: 
              begin
                if ( counter_half_period == BLINK_HALF_PERIOD_MS - 1 ) yellow_o <= ~yellow_o;
              end
            default:
              begin
                red_o    <= 1'b0;
                green_o  <= 1'b0;
                yellow_o <= 1'b0;
              end
          endcase
          end
        else
          begin
            red_o    <= 1'b0;
            green_o  <= 1'b0;
            yellow_o <= 1'b0;
          end
  end
always_ff @( posedge clk_i )
  begin
    if ( srst_i )
      counter_tick <= 1'b0;
      else
        if ( next_mode == NORMAL_M && mode != NORMAL_M )
          counter_tick <= 1'b0;
      else
        if ( counter_tick == BLINK_GREEN_TIME_TICK - 1 && half_for_tick && counter_half_period )
          counter_tick <= 1'b0;
      else 
        if ( mode == NORMAL_M && counter_half_period == BLINK_HALF_PERIOD_MS - 1 && half_for_tick && state == GREEN_BLINK_S )
          counter_tick <= counter_tick + (COUNT_TICK_SIZE)'(1);
      else 
        if ( mode == NOTRANSITION_M && counter_half_period == BLINK_HALF_PERIOD_MS - 1 && half_for_tick && state == YELLOW_BLINK_S )
          counter_tick <= counter_tick + (COUNT_TICK_SIZE)'(1);
  end
always_ff @( posedge clk_i )
  begin
    if ( srst_i )
      half_for_tick <= 1'b0;
      else
        if ( next_state == GREEN_BLINK_S && state != GREEN_BLINK_S )
          half_for_tick <= 1'b0;
      else
        if ( counter_half_period == BLINK_HALF_PERIOD_MS - 1 )
          half_for_tick <= ~half_for_tick;
  end
always_ff @( posedge clk_i )
  begin
    if ( srst_i )
      counter_half_period <= 1'b0;
      else
        if ( ( next_mode == NORMAL_M  && mode != NORMAL_M ) || ( next_mode == NOTRANSITION_M && mode != NOTRANSITION_M ) )
          counter_half_period <= 1'b0;
      else
        if ( counter_half_period == BLINK_HALF_PERIOD_MS - 1 )
          counter_half_period <= 1'b0;
      else 
        if ( mode == NOTRANSITION_M && state == YELLOW_BLINK_S )
          counter_half_period <= counter_half_period + (COUNT_HALF_PERIOD_SIZE)'(1);
      else 
        if ( mode == NORMAL_M && state == GREEN_BLINK_S )
          counter_half_period <= counter_half_period + (COUNT_HALF_PERIOD_SIZE)'(1);
  end
always_ff @( posedge clk_i )
  begin
    if ( srst_i )
      counter_red_yellow <= 1'b0;
      else  
        if ( next_state == RED_YELLOW_S && state != RED_YELLOW_S )
          counter_red_yellow <= 1'b0;
      else
        if ( counter_red_yellow == RED_YELLOW_MS - 1 )
          counter_red_yellow <= 1'b0;
      else 
        if ( mode == NORMAL_M && state == RED_YELLOW_S )
          counter_red_yellow <= counter_red_yellow + (COUNT_RED_YELLOW_SIZE)'(1);
  end
always_ff @( posedge clk_i )
  begin
    if ( srst_i )
      counter_width <= 1'b0;
      else  
        if ( ( next_state == RED_S && state != RED_S ) || ( next_state == GREEN_S  && state != GREEN_S ) || ( next_state == YELLOW_S  && state != YELLOW_S ) )
          counter_width <= 1'b0;
      else
        if ( state == RED_S && counter_width == time_entity.red_time - 1 )
          counter_width <= 1'b0;
      else
        if ( state == GREEN_S && counter_width == time_entity.green_time - 1 )
          counter_width <= 1'b0;
      else
        if ( state == YELLOW_S && counter_width == time_entity.yellow_time - 1 )
          counter_width <= 1'b0;
      else 
        if ( mode == NORMAL_M && ( state == RED_S || state == GREEN_S || state == YELLOW_S ) )
          counter_width <= counter_width + (COUNT_WIDTH)'(1);
  end
endmodule
[flow/run.sh]
#!/bin/bash
# OpenROAD 26Q1-2900-gdf79404cd8, Yosys 0.63+post, stock flow scripts
make -C /OpenROAD-flow-scripts/flow DESIGN_CONFIG=/design/flow/config.mk WORK_HOME=/design/flow/orfs finish
==> impl_metrics.tcl <==
# collected from the flow reports
set metrics [dict create \
    netlist-cell-type-count 74 \
    routedWlPerCell_microns 17.8 \
    grt_max_degree 56 \
    netlist_top_cells_area "sky130_fd_sc_hd__dfxtp_1 35%, sky130_fd_sc_hd__mux2i_1 7.9%, sky130_fd_sc_hd__nor2_1 6.1%" \
    timing.max_cap.violations 0 \
    edf_count 0 \
    regToRegEndpoint "dut.counter_width[1]" \
    postSynthCellCount 720 \
    chipArea_sq_um 12600 \
    dieHeight_microns 112 \
    synth_top_area_share_pct 35.0 \
    die_x_microns 112 \
    worstSetupPathType "reg -> reg" \
    ys_seq_elements 106 \
    gpl.final_weighted_congestion 0.933 \
    tool_warnings 27 \
    yosys.stat.chipArea_sq_um 6060 \
    synth.yosys.seq_area_share_pct 35.0 \
    class_of_the_most_critical_hold_timing_path "reg -> reg" \
    routed_via_density 5.94 \
    power_mw 1.19 \
    static-leakage-power_nw 2.64 \
    kind_of_end_point_of_the_critical_path "flip-flop" \
    power_switching_share_pct 26.1 \
    clkPwrFrac_pct 40.3 \
    rsz0062_at_grt "false" \
    cts_buffers 9 \
    clkTransAtPathRegs_ns 0.07 \
    seqPwrFrac_pct 51.8 \
    fillerInstances 1019 \
    final_worst_path_period_share_pct 57.6 \
    synth_warnings 0 \
    layout.cell_area.non_filler_sq_um 6630 \
    final_antenna_net_count 0 \
    final-comb-area_sq_um 3650 \
    timing.critical_path.from_type "flip-flop" \
    buffer_ports.inserted 24 \
    drt_iter0_drc 383 \
    async_flop_share_pct 0 \
    cts-hold-fix-buffers 0 \
    vias_in_the_first_global_route 4794 \
    row_count 39 \
    finalMaxSlewViolations 0 \
    layout_top_cell_excl_fill_tap "sky130_fd_sc_hd__dfxtp_1" \
    cp.required_ns 7.50 \
    fin_worst_skew_ns 0.00559 \
    cellPowerDensity_nw_per_um2 180 \
    ys_cells 720 \
    tightest_slew_ns 0.738 \
    antenna_found_initial 0 \
    groute.usage.overall_pct 26.5 \
    via_count 5130 \
    post_synth.cell_area_avg_sq_um 8.42 \
    crit_path_max_fanout 16 \
    vdd_ir_drop_max_mv 0.191 \
    initial_utilization_pct 52.2 \
    power.internal_mw 0.881 \
    drt-total-wl_microns 15400 \
    number_of_buffers_inserted_to_repair_setup_after_cts 0 \
    worstHoldEndpoint "yellow_o" \
    flow.area_growth_from_synthesis_pct 9.35 \
    run_status "complete, no violations" \
    report.final.setup_viol 0 \
    cell_accounting_for_the_most_synthesized_area "sky130_fd_sc_hd__dfxtp_1" \
    cts_resizes 0 \
    layout_top_cells "105 x sky130_fd_sc_hd__dfxtp_1, 97 x sky130_fd_sc_hd__nor2_1, 48 x sky130_fd_sc_hd__mux2i_1, 37 x sky130_fd_sc_hd__xor2_1, 33 x sky130_fd_sc_hd__xnor2_1" \
    depth_of_the_worst_hold_timing_path 0 \
    total_half_perimeter_wirelength_after_legalization_and_detailed_placement_microns 11500 \
    drc_errors 0 \
    cts_root_buf "sky130_fd_sc_hd__clkbuf_16" \
    clock_tree.buffer_depth 2 \
    timing.hold.worst.start "dut.yellow_o" \
    clock_sinks 106 \
    grt.overflow.total 0 \
    timing.fmax_ghz 0.241 \
    worst_ep_arrival_time_ns 4.44 \
    postLayoutSetupSlackWorst_ns 3.05 \
    cts_tree "built" \
    reg2reg_setup_slack_ns 3.05 \
    ys.flop_type "sky130_fd_sc_hd__dfxtp_1" \
    crit-reg2reg-launch "dut.time_entity[0]" \
    final_hold_viol_count 0 \
    dp_worst_setup_slack_ns 3.16 \
    finalSetupTns_ns 0 \
    reg2reg_depth 14 \
    timing.max_slew.rel_slack_pct 50.3 \
    dpl_cell_area_sq_um 6340 \
    htree_num_levels 3 \
    post-route-min-period_ns 4.15 \
    pin_count 25 \
    drt_pre_antenna_iters 15 \
    insertedDiodeCount 0 \
    insertion_delay_ns 0.36 \
    p_sw_mw 0.311 \
    grt_pass1_wl_microns 25200 \
    share_comb_of_total_power_pct 7.9 \
    core_area_sq_um 11600 \
    final-seq-area_sq_um 2120 \
    drive_above_1_share_pct 7.08 \
    netlist_area_sq_um 6060 \
]
worst max-delay path by stage:
stage,startpoint,cells past startpoint,slack [ns],to
5_1_grt,dut.time_entity[0],12,2.73,dut.counter_red_yellow[1]
4_1_cts,dut.time_entity[0],14,3.10,dut.counter_width[1]
6_report,dut.time_entity[0],14,3.05,dut.counter_width[1]
registers in the layout, summed over array words and instances (netlist names), 3 cells and up:
| name | flops |
|---|---|
| dut.time_entity | 48 |
| cmd_data_in | 16 |
| dut.counter_width | 16 |
| dut.counter_red_yellow | 4 |
| cmd_type_in | 3 |
| dut.counter_tick | 3 |
| dut.mode | 3 |
| dut.state | 3 |
through the flow:
stage,hold WS (ns),util (%),cells
floorplan,0.344,-,720
global placement,0.357,54.6,847
detailed placement,0.354,54.6,847
CTS,0.370,57.1,863
global route,0.380,57.1,863
finish,0.370,57.1,863
Yosys cell counts, types with 12 or more instances:
master,number
sky130_fd_sc_hd__nor2_1,98
sky130_fd_sc_hd__a31oi_1,12
sky130_fd_sc_hd__xor2_1,37
sky130_fd_sc_hd__nor3_1,19
sky130_fd_sc_hd__dfxtp_1,106
sky130_fd_sc_hd__xnor2_1,33
sky130_fd_sc_hd__mux2i_1,48
sky130_fd_sc_hd__nand3_1,14
sky130_fd_sc_hd__inv_1,24
sky130_fd_sc_hd__nand4_1,16
sky130_fd_sc_hd__nand2_1,31
sky130_fd_sc_hd__a21oi_1,21
sky130_fd_sc_hd__o21ai_0,27
sky130_fd_sc_hd__nor4_1,16
sky130_fd_sc_hd__clkbuf_1,44
cells by family (layout without fill, tap and decap cells):
| group | after synthesis | in the layout | share of synthesized area, % |
|---|---|---|---|
| flops | 106 | 106 | 35.0 |
| simple gates | 293 | 293 | 25.8 |
| mux | 48 | 48 | 7.93 |
| fa+ha+maj | 8 | 8 | 1.65 |
| compound gates | 122 | 122 | 14.4 |
| buf+inv | 72 | 72 | 4.73 |
| xor+xnor | 71 | 71 | 10.5 |
power by group through the flow:
stage                 sequential (mW)  clock (mW)  combinational (mW)
after CTS                       0.618       0.492              0.0940
after global routing            0.620       0.517               0.105
final                           0.618       0.481              0.0940
per-layer routing:
metal / vias up / wire (microns) / GRT usage, % / share of wire, %
met2: 160 / 6870 / 40.8 / 45
met4: 0 / 344 / 5.69 / 2.2
met1: 2377 / 7260 / 39.4 / 47
li1: 2569 / - / - / -
met5: - / 0 / 0 / 0
met3: 24 / 898 / 5.67 / 5.8
cell type report:
cell class                 instances  share of cell area, %
sequential                       106                   32.0
clock inverter                     6                  0.831
inverter                          25                   1.42
clock buffer                      10                   3.46
tap                              143                   2.70
timing repair buffer              31                   4.42
multi-input combinational        542                   55.1
critical path, stage by stage (launching register included):
cell,delay [ns]
sky130_fd_sc_hd__dfxtp_1,0.38
sky130_fd_sc_hd__inv_1,0.08
sky130_fd_sc_hd__ha_1,0.25
sky130_fd_sc_hd__or4b_1,0.62
sky130_fd_sc_hd__or4_1,0.54
sky130_fd_sc_hd__o311ai_0,0.10
sky130_fd_sc_hd__a31oi_1,0.08
sky130_fd_sc_hd__a211o_1,0.27
sky130_fd_sc_hd__o311a_1,0.40
sky130_fd_sc_hd__o41ai_4,0.55
sky130_fd_sc_hd__inv_2,0.14
sky130_fd_sc_hd__o221ai_1,0.25
sky130_fd_sc_hd__a32oi_2,0.08
sky130_fd_sc_hd__buf_4,0.22
sky130_fd_sc_hd__nor2_1,0.12
Power is estimated from default activity; no workload was simulated.
