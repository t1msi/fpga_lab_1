## design.v

```verilog
localparam WIDTH = 16;
module priority_encoder_top(
  input  logic              clk_i,            
  input  logic              srst_i,           
  input  logic [WIDTH-1:0]  data_i,           
  input  logic              data_val_i,       
  output logic [WIDTH-1:0]  data_left_o,      
  output logic [WIDTH-1:0]  data_right_o,     
  output logic              data_val_o        
);
logic              srst;
logic [WIDTH-1:0]  data;
logic              data_val_in;
logic [WIDTH-1:0]  data_left;
logic [WIDTH-1:0]  data_right;
logic              data_val_out;
always_ff @( posedge clk_i )
  begin
    srst        <= srst_i;
    data        <= data_i;
    data_val_in <= data_val_i;
  end
priority_encoder #(
  .WIDTH               ( WIDTH             )
) dut (
  .clk_i               ( clk_i             ),
  .srst_i              ( srst              ),
  .data_i              ( data              ),
  .data_val_i          ( data_val_in       ),
  .data_left_o         ( data_left         ),
  .data_right_o        ( data_right        ),
  .data_val_o          ( data_val_out      )
);
always_ff @( posedge clk_i )
  begin
    data_left_o  <= data_left;
    data_right_o <= data_right;
    data_val_o   <= data_val_out;
  end
endmodule
module priority_encoder #(
  parameter WIDTH = 16
) (
  input  logic              clk_i,            
  input  logic              srst_i,           
  input  logic [WIDTH-1:0]  data_i,           
  input  logic              data_val_i,       
  output logic [WIDTH-1:0]  data_left_o,      
  output logic [WIDTH-1:0]  data_right_o,     
  output logic              data_val_o        
);
localparam COUNT_SIZE = $clog2(WIDTH);
function logic [WIDTH-1:0] reverse ( input logic [WIDTH-1:0] _data ) ;
  logic [WIDTH-1:0] rev;
  for (logic [WIDTH-1:0] i = '0; i < WIDTH; i++)
    rev[WIDTH - i - 1] = _data[i];
  return rev;
endfunction
logic [WIDTH-1:0] data_i_copy;
logic [WIDTH-1:0] data_i_copy_reverse;
always_comb
  begin
    data_i_copy = data_val_i ? data_i : (WIDTH)'(0);
    data_right_o = data_i_copy & (-data_i_copy);
  end
always_comb
  begin
    data_i_copy_reverse = data_val_i ? reverse(data_i) : (WIDTH)'(0);
    data_left_o = reverse( data_i_copy_reverse & (-data_i_copy_reverse) );
  end
assign data_val_o = data_val_i ? 1'b1 : 1'b0;
endmodule
```

## run.sh

```bash
#!/bin/bash
# OpenROAD 26Q1-2900-gdf79404cd8, Yosys 0.63+post, stock flow scripts
make -C /OpenROAD-flow-scripts/flow DESIGN_CONFIG=/design/flow/config.mk WORK_HOME=/design/flow/orfs finish
```

## config.mk

```make
export PLATFORM = sky130hd
export DESIGN_NAME = priority_encoder_top
export DESIGN_NICKNAME = priority_encoder_top
export VERILOG_FILES = /design/flow/design.v
export SDC_FILE = /design/flow/constraint.sdc
export NUM_CORES = 4
export LEC_CHECK = 1
export CORE_UTILIZATION = 30
export SYNTH_HDL_FRONTEND = slang
```

## constraint.sdc

```tcl
current_design priority_encoder_top

set clk_period 2.2
set clk_io_pct 0.2

create_clock -name clk0 -period $clk_period [get_ports {clk_i}]

set non_clock_inputs [all_inputs -no_clocks]
set_input_delay [expr $clk_period * $clk_io_pct] -clock clk0 $non_clock_inputs
set_output_delay [expr $clk_period * $clk_io_pct] -clock clk0 [all_outputs]
```

==> CHANGELOG.md <==
### Metrics

- Outcome: finished, final reports clean
- Critical Path Start Type: register
- Fin cells: 239
- 1st-iter DRT viols: 84
- Worst Path Max Fanout: 16
- Max Cap Viol: 0
- Max-area cell share: 0.684
- Max IR drop VDD: 0.217 mV
- Num Clock Sinks: 50
- Yosys chip area: 1460 um^2
- Total Routing Usage GR: 0.111
- Relative slew slack: 0.697
- Total CTS buffers: 5
- Critical path type: register to register
- Remaining antenna violation count: 0
- Seq share, synth: 0.684
- Post-CTS Setup Bufs: 0
- Final Setup Violations: 0
- Hold Crit Class: register to register
- Rows: 25
- Maximum buffer depth of the clock tree: 2
- Vias per cell: 4.19
- Fin Setup TNS: 0 ps
- M2 GR Usage: 0.174
- Fill count: 424
- CP Capture Type: register
- Met1 usage: 0.162
- WL per Instance: 11.4 um
- Count of different cell masters after synthesis: 31
- I/O pin count: 52
- Avg Inst Size Synth: 12.7 um^2
- Syn Inst Count: 115
- Routed WL: 2720 um
- Via count: 1001
- Clk Tree Root Cell: clkbuf_8
- Area growth syn-to-layout: 45.9%
- Synthesized registers: 50
- Final period util: 0.709
- PwrDens: 723 nW/um^2
- Die H: 71.9 um
- CTS Hold Bufs: 0
- I/O Buffers: 50
- DRT Pass-1 Iters: 4
- CORE AREA: 4720 um^2
- Post-synth top area cell: dfxtp_1
- Cell count after placement: 231
- Htree depth: 2
- Largest net degree at the start of global routing: 17
- Clock latency (worst-skew pair): 290 ps
- DRC Markers: 0
- CTS-repair resized insts: 0
- Comb. cell area: 452 um^2
- Busiest layer in global routing: met2
- Tool warnings: 26
- M3 GR Usage: 0.0300
- Slew @ Worst Pin: 450 ps
- Dpl hpwl: 2000 um
- Leakage power: 0.000818 uW
- Syn. warnings: 0
- Antenna cells: 0
- Global-route wire length before repair: 4390 um
- RSZ-0062 raised after global routing: no
- Fmax: 0.641 GHz
- GPL Wtd Cong: 0.799
- Max-slew violations: 0
- Clk slew on worst S/H paths: 80 ps
- Critical path data arrival time: 1790 ps
- Share of cells above drive strength 1: 0.105
- Reg area: 1000 um^2
- Layout Skew: 5.30 ps
- Ys cells: 115
- Critical path required time: 2440 ps
- Final Hold Fails: 0
- Initial antenna violation count: 0
- Mapped Area: 1460 um^2
- CTS tree: built
- Vias in the first global route: 927
- DIE AREA: 5160 um^2
- Tmin final: 1560 ps
- GR Overflow Total: 0
- Initial Util: 0.310
- Biggest area cells: dfxtp_1 (68%), and3_1 (4.7%), and2_1 (3.0%)
- Die X: 71.9 um
[flip-flops by register name (all words and copies together) (netlist names)]
signal and flops:
data 16, data_left_o 16, data_right_o 16, data_val_in 1
data_val_o 1
[placed cells by master, fill, tap and decap left out, types with 2 or more instances in the layout]
master | synthesis | routed
nor3b_1 | 3 | 3
nor2_1 | 7 | 7
clkbuf_8 | 0 | 6
clkdlybuf4s50_1 | 0 | 50
nor4b_2 | 2 | 2
dfxtp_1 | 50 | 50
and2_1 | 7 | 7
nor4b_1 | 3 | 3
inv_1 | 2 | 2
nand2_1 | 4 | 4
or4b_4 | 2 | 2
and3_1 | 11 | 11
nor3_1 | 2 | 2
o41ai_1 | 2 | 2
nor2_2 | 2 | 2
[synth_stat cells]
cell type,instances
a211oi_1,1
and2_2,1
o41ai_1,2
or4_4,1
and3_2,1
and4bb_1,1
nor4_1,1
nor2b_1,1
nand2_1,4
nand4b_1,1
nor3_1,2
o21ai_0,1
or3_1,1
nand3_1,1
nand4_1,1
nor2_2,2
inv_1,2
or4b_4,2
clkbuf_1,1
nor4b_2,2
and4b_1,1
and4_1,1
nor2_1,7
nor4bb_1,1
and2_1,7
and3_1,11
nor2_4,1
nor3b_1,3
nor4_4,1
dfxtp_1,50
nor4b_1,3
[stage by stage]
stage | hold WS (ps) | setup slack [ps] | instance area (um^2) | utilization | power, uW
5_1_grt | 514 | 497 | 2140 | 0.452 | 1620
4_1_cts | 495 | 613 | 2140 | 0.452 | 1560
2_1_floorplan | 381 | 950 | 1460 | - | 994
3_5_place_dp | 474 | 639 | 2040 | 0.433 | 1050
3_3_place_gp | 471 | 644 | 2040 | 0.433 | 1050
6_report | 494 | 640 | 2140 | 0.452 | 1540
[final cells by class]
class	instances	area share
repair buffers	50	0.234
well taps	67	0.0393
multi-input cells	62	0.211
inverters	2	0.00351
clock inverters	1	0.00234
clock buffers	7	0.0404
flip-flops and latches	50	0.469
[layer usage]
layer  vias up  routed length, um
li1        517                  -
met1       440               1250
met2        38               1230
met3         6                181
met4         0                 59
met5         -                  0
[worst paths after layout]
check / startpoint / to / slack, ps / depth (start not counted)
hold / removal: data[15] / data_left_o[14] / 490 / 1
hold reg to reg: data[15] / data_left_o[14] / 490 / 1
setup reg to reg: data_val_in / data_left_o[3] / 640 / 3
setup / recovery: data_val_in / data_left_o[3] / 640 / 3
[logic make-up after synthesis]
group / after synthesis / synth area share
and+or+nand+nor: 58 / 0.288
DFF: 50 / 0.684
AOI/OAI and AO/OA: 4 / 0.0205
buffers and inverters: 3 / 0.00769
[report_power, final]
part	switching, uW	internal, uW	leakage (uW)
combinational	15.4	52.3	0.000359
clock	264	253	0.0000482
sequential	31.7	928	0.000411
total	311	1230	0.000818
[critical path, stage by stage, from the launching register on]
cell and delay, ps:
dfxtp_1 580, or4b_4 530, nor2_2 180, and4_1 210
Power and IR drop assume default switching activity.
